`design/flow/run.sh`:
```
#!/bin/bash
# OpenROAD 26Q1-2900-gdf79404cd8, Yosys 0.63+post, stock flow scripts
make -C /OpenROAD-flow-scripts/flow DESIGN_CONFIG=/design/flow/config.mk WORK_HOME=/design/flow/orfs finish
```
`design/flow/config.mk`:
```
export PLATFORM = sky130hd
export DESIGN_NAME = rra
export DESIGN_NICKNAME = rra
export VERILOG_FILES = /design/flow/design.v
export SDC_FILE = /design/flow/constraint.sdc
export NUM_CORES = 4
export LEC_CHECK = 1
export CORE_AREA = 10 10 81 81
export DIE_AREA = 0 0 91 91
```
`design/flow/constraint.sdc`:
```
current_design rra

set clk_period 2.8
set clk_io_pct 0.2

create_clock -name clk0 -period $clk_period [get_ports {clk}]

set non_clock_inputs [all_inputs -no_clocks]
set_input_delay [expr $clk_period * $clk_io_pct] -clock clk0 $non_clock_inputs
set_output_delay [expr $clk_period * $clk_io_pct] -clock clk0 [all_outputs]
```
`design/flow/design.v`:
```
module full_reduction_unit(
    input   GPA, GRA, GPB, GRB,
    output  GPO, GRO
);
assign GPO = GPA | (GRA & GPB);
assign GRO = GRA & GRB;
endmodule
module half_reduction_unit(
    input   GPA, GRA, GPB,
    output  GPO
);
assign GPO = GPA | (GRA & GPB);
endmodule
module rra(
    input clk, rstn,
    input [7:0] req,
    output [7:0] grant
);
reg [7:0] p;
wire any_grant;
always @(posedge clk or negedge rstn) begin
    if(~rstn) begin
        p <= 1;
    end else begin
        if (any_grant) begin
            p <= {p[6:0],p[7]};
        end
    end
end
wire [7:0] r;
wire [7:0] redu_s1_gp, redu_s1_gr, redu_s2_gp, redu_s2_gr, redu_s3_gp, redu_s3_gr;
wire [7:0] x;
assign r = {req[6:0], req[7]};
full_reduction_unit fru_s1_b7(p[7], ~r[6], p[6], ~r[5], redu_s1_gp[7], redu_s1_gr[7]);
full_reduction_unit fru_s1_b6(p[6], ~r[5], p[5], ~r[4], redu_s1_gp[6], redu_s1_gr[6]);
full_reduction_unit fru_s1_b5(p[5], ~r[4], p[4], ~r[3], redu_s1_gp[5], redu_s1_gr[5]);
full_reduction_unit fru_s1_b4(p[4], ~r[3], p[3], ~r[2], redu_s1_gp[4], redu_s1_gr[4]);
full_reduction_unit fru_s1_b3(p[3], ~r[2], p[2], ~r[1], redu_s1_gp[3], redu_s1_gr[3]);
full_reduction_unit fru_s1_b2(p[2], ~r[1], p[1], ~r[0], redu_s1_gp[2], redu_s1_gr[2]);
full_reduction_unit fru_s1_b1(p[1], ~r[0], p[0], ~r[7], redu_s1_gp[1], redu_s1_gr[1]);
assign redu_s1_gp[0] = p[0];
assign redu_s1_gr[0] = ~r[0];
full_reduction_unit fru_s2_b7(redu_s1_gp[7], redu_s1_gr[7], redu_s1_gp[5], redu_s1_gr[5], redu_s2_gp[7], redu_s2_gr[7]);
full_reduction_unit fru_s2_b6(redu_s1_gp[6], redu_s1_gr[6], redu_s1_gp[4], redu_s1_gr[4], redu_s2_gp[6], redu_s2_gr[6]);
full_reduction_unit fru_s2_b5(redu_s1_gp[5], redu_s1_gr[5], redu_s1_gp[3], redu_s1_gr[3], redu_s2_gp[5], redu_s2_gr[5]);
full_reduction_unit fru_s2_b4(redu_s1_gp[4], redu_s1_gr[4], redu_s1_gp[2], redu_s1_gr[2], redu_s2_gp[4], redu_s2_gr[4]);
full_reduction_unit fru_s2_b3(redu_s1_gp[3], redu_s1_gr[3], redu_s1_gp[1], redu_s1_gr[1], redu_s2_gp[3], redu_s2_gr[3]);
full_reduction_unit fru_s2_b2(redu_s1_gp[2], redu_s1_gr[2], redu_s1_gp[0], redu_s1_gr[0], redu_s2_gp[2], redu_s2_gr[2]);
assign redu_s2_gp[1] = redu_s1_gp[1];
assign redu_s2_gr[1] = redu_s1_gr[1];
assign redu_s2_gp[0] = redu_s1_gp[0];
assign redu_s2_gr[0] = redu_s1_gr[0];
full_reduction_unit fru_s3_b7(redu_s2_gp[7], redu_s2_gr[7], redu_s2_gp[3], redu_s2_gr[3], redu_s3_gp[7], redu_s3_gr[7]);
full_reduction_unit fru_s3_b6(redu_s2_gp[6], redu_s2_gr[6], redu_s2_gp[2], redu_s2_gr[2], redu_s3_gp[6], redu_s3_gr[6]);
full_reduction_unit fru_s3_b5(redu_s2_gp[5], redu_s2_gr[5], redu_s2_gp[1], redu_s2_gr[1], redu_s3_gp[5], redu_s3_gr[5]);
full_reduction_unit fru_s3_b4(redu_s2_gp[4], redu_s2_gr[4], redu_s2_gp[0], redu_s2_gr[0], redu_s3_gp[4], redu_s3_gr[4]);
assign redu_s3_gp[3] = redu_s2_gp[3];
assign redu_s3_gr[3] = redu_s2_gr[3];
assign redu_s3_gp[2] = redu_s2_gp[2];
assign redu_s3_gr[2] = redu_s2_gr[2];
assign redu_s3_gp[1] = redu_s2_gp[1];
assign redu_s3_gr[1] = redu_s2_gr[1];
assign redu_s3_gp[0] = redu_s2_gp[0];
assign redu_s3_gr[0] = redu_s2_gr[0];
assign x[7] = redu_s3_gp[7];
half_reduction_unit hru_s4_6(redu_s3_gp[6], redu_s3_gr[6], x[7], x[6]);
half_reduction_unit hru_s4_5(redu_s3_gp[5], redu_s3_gr[5], x[7], x[5]);
half_reduction_unit hru_s4_4(redu_s3_gp[4], redu_s3_gr[4], x[7], x[4]);
half_reduction_unit hru_s4_3(redu_s3_gp[3], redu_s3_gr[3], x[7], x[3]);
half_reduction_unit hru_s4_2(redu_s3_gp[2], redu_s3_gr[2], x[7], x[2]);
half_reduction_unit hru_s4_1(redu_s3_gp[1], redu_s3_gr[1], x[7], x[1]);
half_reduction_unit hru_s4_0(redu_s3_gp[0], redu_s3_gr[0], x[7], x[0]);
assign grant = x & req;
assign any_grant = ~redu_s3_gr[7];
endmodule
```
==> results_dict.tcl <==
# collected from the flow reports
set metrics [dict create \
    coreArea_mm2 0.00482 \
    antenna_cells_inserted 0 \
    cp_data_arrival_time_ns 2.10 \
    p_per_area_mw_per_mm2 297 \
    ys_cells 59 \
    wl_per_cell_um 9.92 \
    clockBufferDepth 2 \
    grt_util_met3_pct 0.664 \
    power_uw 295 \
    fmax_mhz 376 \
    h-tree-depth 1 \
    grt_usage_pct 3.92 \
    gr-total-overflow 0 \
    r2r_slack_ns 1.99 \
    grt_max_degree 9 \
    post-route-period-util_pct 95.0 \
    status "completed" \
    final_cells 166 \
    grt_pass1_wl_um 2730 \
    cts_tree "yes" \
    setup_viol 0 \
    dieArea_mm2 0.00828 \
    grt.met1_usage_pct 4.66 \
    hold_violations 0 \
    seq_area_frac_synth_pct 38.2 \
    relSlewSlack_pct 77.2 \
    crit_type "primary input to output port" \
    ff_type "dfrtp_1" \
    reg2reg_from "p[4]$_DFFE_PN0N_" \
    critPathLaunchType "primary input" \
    setup.worst_path.start "req[3]" \
    routed_via_density 3.53 \
    vias 586 \
    placedInstanceArea_um2 917 \
    tns_ns 0 \
    rsz0062_at_grt "true" \
    ctsHoldBuffers 0 \
    top_usage_layer "met2" \
    drive_gt1_share_pct 38.4 \
    routed_wl_um 1650 \
    max_cap_violations 0 \
    drtPass1Iterations 4 \
    clock-sinks 8 \
    die_w_um 91 \
    antenna_found_initial 0 \
    hp-start "p[7]$_DFFE_PN0N_" \
    io_buffers 17 \
    ant_nets 0 \
    final-max-slew-violation-count 0 \
    tightest_slew_ns 0.340 \
    fillers 536 \
    top_register "p" \
    clk_latency_ns 0.22 \
    synth_cells 59 \
    drt_iter0_drc 16 \
    yosys-top-cells-count "mux2_2 (8), dfrtp_1 (7), a21oi_1 (6), inv_1 (6), nor2_1 (6)" \
    path_max_fanout 4 \
    yosysWarningCount 1 \
    topCellsByArea "dfrtp_1 (33%), mux2_2 (17%), a21oi_1 (5.7%), dfstp_2 (5.0%), inv_1 (4.3%)" \
    largest_registers "p x8" \
    largest_reg_flops 8 \
    boundaryPins 18 \
    clockRootBuffer "clkbuf_8" \
    syn_area_per_cell_um2 8.95 \
    synthArstFlopShare_pct 100 \
    hpwl_um 1410 \
    openroad.warnings 26 \
    crit_path_max_incr_delay_ns 0.47 \
    period_needed_ns 2.66 \
    syn_area_um2 528 \
    peakVddDrop_mv 0.142 \
    syn_to_final_growth_pct 87.9 \
    top_area_cell "dfrtp_1" \
    gp_congestion 0.759 \
    cp.required_ns 2.24 \
    die_y_um 91 \
    ys_types 20 \
    critPathCaptureType "output port" \
    design_area_um2 992 \
    ys_ff 8 \
    skew_ns 0.00305 \
    synth.top_cell.area_share_pct 33.2 \
    placed_cells 161 \
    path_cells "clkdlybuf4s15_1 -> inv_1 -> a21oi_1 -> o31ai_1 -> buf_4 -> a21oi_1 -> buf_4 -> nor2_1 -> clkdlybuf4s50_1" \
    initCoreUtil_pct 11.0 \
    path_clk_slew_ns 0.04 \
    grtUsageMet2_pct 7.28 \
    whs_ns 0.540 \
    drc_errors 0 \
    edf_count 0 \
    ys_area_um2 528 \
    cp_slowest_cell "clkdlybuf4s50_1" \
    row_count 25 \
    p_leak_nw 0.481 \
    most_common_cell "mux2_2" \
    grt_pass1_vias 629 \
    numCtsBuffers 3 \
    min_path_type "flop to flop" \
]
final timing paths:
path | depth (start not counted) | endpoint
worst max-delay path | 9 | grant[3]
min in group asynchronous | 1 | p[7]$_DFFE_PN0N_
worst min register to register | 1 | p[7]$_DFFE_PN0N_
max in group asynchronous | 1 | p[0]$_DFFE_PN1N_
worst max register to register | 1 | p[5]$_DFFE_PN0N_
worst min-delay path | 1 | p[7]$_DFFE_PN0N_
metrics by stage:
| step | utilization (%) | worst slack [ns] |
|---|---|---|
| after global routing | 20.6 | -0.00928 |
| after CTS | 20.4 | 0.00173 |
| after global placement | 19.0 | -0.350 |
| after detailed placement | 19.0 | -0.353 |
| after floorplan | - | 0.938 |
| final | 20.6 | 0.140 |
layout by cell type, fill, tap and decap left out, drive strengths merged, types with 3 or more instances in the layout:
| cell | count |
|---|---|
| clkdlybuf4s50 | 5 |
| buf | 19 |
| clkbuf | 4 |
| mux2 | 8 |
| o21ai | 5 |
| nand2 | 4 |
| inv | 6 |
| dfrtp | 7 |
| nor2 | 6 |
| nor4 | 3 |
| dlygate4sd2 | 7 |
| clkdlybuf4s15 | 3 |
| a21oi | 6 |
power breakdown:
group	internal, mW	switching [mW]	leakage, nW	total [mW]
Sequential	0.116	0	0.108	0.116
Clock	0.0984	0.0427	0.0228	0.141
Combinational	0.0198	0.0174	0.350	0.0372
Total	0.234	0.0601	0.481	0.295
metal layers:
layer  share of wire, %  routed length [µm]  up-vias
met5                  0                   0        -
met4                  0                   0        0
met3                1.7                  28        0
met2                 55                 900        6
met1                 44                 718      280
li1                   -                   -      300
final cells by class:
cell class | instances | area [µm²] | share of cell area [%]
Tap cell | 67 | 83.8 | 8.45
Multi-Input combinational cell | 45 | 330 | 33.3
Timing Repair Buffer | 36 | 309 | 31.1
Clock buffer | 4 | 45.0 | 4.54
Sequential cell | 8 | 201 | 20.3
Inverter | 6 | 22.5 | 2.27
kinds of logic after synthesis:
group,after synthesis,share of synthesized area [%]
buffers and inverters,6,4.27
AOI/OAI and AO/OA,21,25.1
DFF,8,38.2
and+or+nand+nor,16,15.4
muxes,8,17.1
repair_timing:
action / in CTS / in global routing
setup endpoints to repair: 8 / 5
resized: 19 / 5
pin swaps: 9 / 4
buffers inserted: 1 / 0
critical path: cells and delay by family:
family          cells  cell delay (ns)
simple gates        1             0.08
compound gates      3             0.37
buf+inv             5             1.09
Power and IR drop assume default switching activity.
