==> /design/flow/design.v <==
module CSA #(
    parameter width = 8
)(
    input   wire    [width-1:0]     x,
    input   wire    [width-1:0]     y,
    input   wire    [width-1:0]     cin,
    output  wire    [width-1:0]     s,
    output  wire    [width-1:0]     cout
);
generate
    genvar i;
    for(i=0; i<width; i=i+1) begin: gen_block
        assign s[i] = x[i] ^ y[i] ^ cin[i];
        assign cout[i] = x[i]&y[i] | (x[i] ^ y[i]) & cin[i];
    end
endgenerate
endmodule
module FA (
    input   wire     x,
    input   wire     y,
    input   wire     cin,
    output  wire     s,
    output  wire     cout
);
assign s = x ^ y ^ cin;
assign cout = x & y | (x ^ y) & cin;
endmodule
module adder_16bit(
    input   [15:0] a, b,
    output  [15:0] s
);
wire    [15:0]      cout;
FA csa0 (a[0], b[0], 1'b0, s[0], cout[0]);
FA csa1 (a[1], b[1], cout[0], s[1], cout[1]);
FA csa2 (a[2], b[2], cout[1], s[2], cout[2]);
FA csa3 (a[3], b[3], cout[2], s[3], cout[3]);
FA csa4 (a[4], b[4], cout[3], s[4], cout[4]);
FA csa5 (a[5], b[5], cout[4], s[5], cout[5]);
FA csa6 (a[6], b[6], cout[5], s[6], cout[6]);
FA csa7 (a[7], b[7], cout[6], s[7], cout[7]);
FA csa8 (a[8], b[8], cout[7], s[8], cout[8]);
FA csa9 (a[9], b[9], cout[8], s[9], cout[9]);
FA csa10 (a[10], b[10], cout[9], s[10], cout[10]);
FA csa11 (a[11], b[11], cout[10], s[11], cout[11]);
FA csa12 (a[12], b[12], cout[11], s[12], cout[12]);
FA csa13 (a[13], b[13], cout[12], s[13], cout[13]);
FA csa14 (a[14], b[14], cout[13], s[14], cout[14]);
FA csa15 (a[15], b[15], cout[14], s[15], cout[15]);
endmodule
module multiplier(
    input   clk,
    input   rstn,
    input   [7:0] ai, bi,
    output  reg [15:0] po
);
wire [7:0] c0,c1,c2,c3,c4,c5,c6,c7;
reg [7:0] a, b;
wire [15:0] p;
assign c0 = b[0] ? a : 'b0;
assign c1 = b[1] ? a : 'b0;
assign c2 = b[2] ? a : 'b0;
assign c3 = b[3] ? a : 'b0;
assign c4 = b[4] ? a : 'b0;
assign c5 = b[5] ? a : 'b0;
assign c6 = b[6] ? a : 'b0;
assign c7 = b[7] ? a : 'b0;
wire [15:0] s_0_0, cout_0_0;
wire [15:0] s_0_1, cout_0_1;
wire [15:0] s_1_0, cout_1_0;
wire [15:0] s_1_1, cout_1_1;
wire [15:0] s_2_0, cout_2_0;
wire [15:0] s_3_0, cout_3_0;
CSA #(16) csa_0_0((c0)|16'd0, (c1<<1)|16'd0, (c2<<2)|16'd0, s_0_0, cout_0_0);
CSA #(16) csa_0_1((c3<<3)|16'd0, (c4<<4)|16'd0, (c5<<5)|16'd0, s_0_1, cout_0_1);
CSA #(16) csa_1_0((s_0_0)|16'd0, (cout_0_0<<1)|16'd0, (s_0_1)|16'd0, s_1_0, cout_1_0);
CSA #(16) csa_1_1((cout_0_1<<1)|16'd0, (c6<<6)|16'd0, (c7<<7)|16'd0, s_1_1, cout_1_1);
CSA #(16) csa_2_0((s_1_0)|16'd0, (cout_1_0<<1)|16'd0, (s_1_1)|16'd0, s_2_0, cout_2_0);
CSA #(16) csa_3_0((s_2_0)|16'd0, (cout_2_0<<1)|16'd0, (cout_1_1<<1)|16'd0, s_3_0, cout_3_0);
adder_16bit add1(s_3_0|16'd0, (cout_3_0<<1)|16'd0, p);
always @(posedge clk or negedge rstn) begin
    if(~rstn) {a, b, po} <= 0;
    else {a, b, po} <= {ai, bi, p}; 
end
endmodule
==> /design/flow/run.sh <==
#!/bin/bash
# OpenROAD 26Q1-2900-gdf79404cd8, Yosys 0.63+post, stock flow scripts
make -C /OpenROAD-flow-scripts/flow DESIGN_CONFIG=/design/flow/config.mk WORK_HOME=/design/flow/orfs finish
==> /design/flow/config.mk <==
export PLATFORM = sky130hd
export DESIGN_NAME = multiplier
export DESIGN_NICKNAME = multiplier
export VERILOG_FILES = /design/flow/design.v
export SDC_FILE = /design/flow/constraint.sdc
export NUM_CORES = 4
export LEC_CHECK = 1
export CORE_UTILIZATION = 30
==> /design/flow/constraint.sdc <==
current_design multiplier

set clk_period 6.1
set clk_io_pct 0.2

create_clock -name clk0 -period $clk_period [get_ports {clk}]

set non_clock_inputs [all_inputs -no_clocks]
set_input_delay [expr $clk_period * $clk_io_pct] -clock clk0 $non_clock_inputs
set_output_delay [expr $clk_period * $clk_io_pct] -clock clk0 [all_outputs]
==> flow_summary_export.csv <==
group,metric,value,unit
outcome,outcome,"finished clean",
setup_path,critPathMaxStageDelay,0.55,ns
floorplan,fp_util,31.52,%
logic_synthesis,syn_area,2474,um2
timing,setup_viol,0,
setup_path,cp_data_arrival_time,6.21,ns
timing,rsz0062_at_grt,"true",
logic_synthesis,yosys_cells,204,
global_routing,grt_usage,10.68,%
clocking,clk_latency,0.28,ns
floorplan,die_area,8613,um2
finish,instances_no_fill,365,
global_routing,grt-busiest-layer,"met2",
setup_path,startpoint,"a[2]$_DFF_PN0_",
placement,dp_cells,355,
drt,wl_per_cell,10.81,um
floorplan,die_w,92.81,um
global_routing,grt_pass1_wl,7024,um
finish,flop_area,802.0,um2
setup_path,path_buffers,2,
timing,setup_tns,0,ns
timing,clock.fmax,0.1658,GHz
floorplan,io_pins,34,
timing,fin_crit,6.033,ns
logic_synthesis,synth-seq-cells,32,
drt,remaining_drc_errors,0,
floorplan,std_cell_rows,32,
timing,relSlewSlack,72.87,%
timing,tightestPinTransition,0.4069,ns
job,max-cap-violations,0,
power_and_ir_drop,leakage,1.523,nW
placement,dpl_worst_slack,-0.07240,ns
drt,routed_wl,3945,um
finish,mi_logic_area,1540,um2
logic_synthesis,synthDistinctLibCells,7,
timing,hold_violations,0,
drt,antenna_cells,0,
clocking,tritoncts,"done",
global_routing,met1_usage,15.64,%
floorplan,design.core.area,7848,um2
timing,fin_ws,0.06690,ns
placement,gp_congestion,0.8449,
placement,portBuffers,33,
setup_path,slowest_stage,"fa_1",
logic_synthesis,area_leaders,"fa_1, dfrtp_1, and2_1, ha_1, inv_1",
logic_synthesis,syn_area_per_cell,12.13,um2
setup_path,critical-path-top-delay-family,"adder cells",
clocking,path_clk_slew,0.07,ns
placement,hpwl,3328,um
clocking,cts_buffers,5,
global_routing,met2_usage,17.10,%
logic_synthesis,ys_area,2474,um2
power_and_ir_drop,ir_drop,0.1479,mV
setup_path,endpoint_kind,"flip-flop",
power_and_ir_drop,power_density,266.2,nW/um2
logic_synthesis,synth.largest_area_cell,"fa_1",
global_routing,first_global_vias,1615,
drt,vias,1486,
worst_hold_path,hold_start,"a[0]$_DFF_PN0_",
logic_synthesis,synthCells,204,
finish,final_util,41.12,%
setup_path,rrSetupSlack,0.07,ns
global_routing,overflow,0,
timing,finalCritPeriodShare,98.90,%
clocking,clockBufferDepth,2,
setup_path,path_class,"reg2reg",
global_routing,grt_max_degree,33,
logic_synthesis,yosysWarnings,1,
global_routing,use_met3,3.008,%
logic_synthesis,top_area_share,38.04,%
drt,ant_nets,0,
finish,drive_gt1_share,15.59,%
clocking,clkSinkCount,32,
clocking,htree_levels,2,
setup_path,required,6.27,ns
worst_hold_path,hold_class,"reg2reg",
clocking,cts_root_buf,"clkbuf_8",
timing,finClkSkew,0.005760,ns
drt,first_pass_iters,4,
job,warning_count,26,
setup_path,critical_path.max_fanout,4,
setup_path,cp-start-kind,"flip-flop",
finish,fillerInstances,765,
setup_path,r2r-start,"a[2]$_DFF_PN0_",
global_routing,antenna_found_initial,0,
setup_path,worst_path_most_repeated_cell,"fa_2",
drt,vias_per_cell,4.071,
drt,drtIter0Drc,22,
setup_path,cp_cell_sequence,"and2_4, fa_1, inv_2, fa_1, fa_1, inv_1, ha_1, ha_2, fa_2, fa_2, fa_2, fa_2, fa_2, fa_2, fa_2, fa_2, fa_2, xor2_1",
floorplan,chipHeight,92.81,um
finish,syn_to_final_growth,30.45,%
logic_synthesis,ys_seq_share,32.37,%
timing,maxSlewViolCount,0,
## registers in the layout (all words and copies together) (netlist names)
name / count
b: 8
po: 16
a: 8
## worst paths after layout
| path | end | depth (start not counted) |
|---|---|---|
| setup / recovery | po[15]$_DFF_PN0_ | 18 |
| hold / removal | po[0]$_DFF_PN0_ | 2 |
| setup reg to reg | po[15]$_DFF_PN0_ | 18 |
| hold reg to reg | po[0]$_DFF_PN0_ | 2 |
| max in group asynchronous | b[0]$_DFF_PN0_ | 2 |
| min in group asynchronous | po[4]$_DFF_PN0_ | 2 |
## stage by stage
stage	power, mW	instance area (um2)	hold WS (ns)
after floorplan	0.4928	2499	0.5424
after global placement	0.6458	3077	0.5985
after detailed placement	0.6558	3077	0.6120
after CTS	0.8907	3224	0.6669
after global routing	0.9598	3227	0.6899
final	0.8591	3227	0.6591
## where the power goes
group | leakage, nW | switching, mW | internal, mW
sequential | 0.377 | 0.0163 | 0.264
combinational | 1.08 | 0.154 | 0.202
clock | 0.0645 | 0.0787 | 0.144
## final cells by class
cell class                 count  area share (%)
multi-input combinational    128           47.73
tap                          102           3.955
timing repair buffer          51           14.42
sequential                    32           24.85
clock buffer                   7           2.986
clock inverter                 1          0.9306
inverter                      44           5.118
## cells in the final DEF (no fill, tap or decap), drive strengths merged
| cell type | netlist | layout |
|---|---|---|
| and2 | 47 | 47 |
| inv | 44 | 44 |
| nand2 | 17 | 17 |
| ha | 16 | 16 |
| fa | 47 | 47 |
| buf | 0 | 18 |
| clkdlybuf4s50 | 0 | 33 |
| bufinv | 0 | 1 |
| dfrtp | 32 | 32 |
| clkbuf | 0 | 7 |
| xor2 | 1 | 1 |
## cell families after synthesis
logic type               synth area share (%)
flip-flops                              32.37
adder cells (fa/ha/maj)                 46.13
XOR/XNOR                               0.3541
AND/OR/NAND/NOR                         14.47
buffers and inverters                   6.677
## synthesized netlist by cell type, drive strengths merged
master	count
dfrtp	32
xor2	1
nand2	17
ha	16
inv	44
fa	47
and2	47
## per-layer routing
layer / routed length (um) / vias to the layer above
met1: 1761 / 746
li1: - / 703
met4: 37 / 0
met2: 1910 / 33
met3: 235 / 4
met5: 0 / -
## worst reg2reg max path, stage by stage, from the launching register on
cell	delay (ns)
dfrtp_1	0.40
and2_4	0.15
fa_1	0.55
inv_2	0.04
fa_1	0.50
fa_1	0.55
inv_1	0.04
ha_1	0.29
ha_2	0.19
fa_2	0.33
fa_2	0.34
fa_2	0.35
fa_2	0.35
fa_2	0.34
fa_2	0.34
fa_2	0.34
fa_2	0.34
fa_2	0.34
xor2_1	0.14
## what timing repair did
item | 4_1_cts | 5_1_grt
setup buffers | 2 | 0
hold buffers | 0 | 0
cloned | 0 | 0
resized | 3 | 2
setup endpoints to repair | 2 | 2
pin swaps | 3 | 2
Power and IR drop assume default switching activity.
